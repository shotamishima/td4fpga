**/design/flow/constraint.sdc**
```tcl
current_design register

set clk_period 1.0
set clk_io_pct 0.2

create_clock -name clk0 -period $clk_period [get_ports {clk}]

set non_clock_inputs [all_inputs -no_clocks]
set_input_delay [expr $clk_period * $clk_io_pct] -clock clk0 $non_clock_inputs
set_output_delay [expr $clk_period * $clk_io_pct] -clock clk0 [all_outputs]
```
**/design/flow/design.v**
```verilog
module register(clk, rst, load, dat_in, dat_out);
    input clk;
    input rst;
    input load;
    input [3:0] dat_in;
    output [3:0] dat_out;  
    reg [3:0] register;
    always @(posedge clk) begin
        if (rst) begin
            register <= 4'b0000;
        end else if (load) begin
            register <= dat_in;
        end
    end
    assign dat_out = register;
endmodule
```
**/design/flow/run.sh**
```bash
#!/bin/bash
# OpenROAD 26Q1-2900-gdf79404cd8, Yosys 0.63+post, stock flow scripts
make -C /OpenROAD-flow-scripts/flow DESIGN_CONFIG=/design/flow/config.mk WORK_HOME=/design/flow/orfs finish
```
**/design/flow/config.mk**
```make
export PLATFORM = sky130hd
export DESIGN_NAME = register
export DESIGN_NICKNAME = register
export VERILOG_FILES = /design/flow/design.v
export SDC_FILE = /design/flow/constraint.sdc
export NUM_CORES = 4
export LEC_CHECK = 1
export CORE_AREA = 10 10 70 70
export DIE_AREA = 0 0 80 80
```
==> run notes <==
yosys + openroad results -> outcome complete, no violations, grt met1 use between 1.5 and 2%, Insertion Delay late pin 0.23 ns, Worst Reg-to-Reg Cells 2, Via density ~2.0, Hold WC Path Type in2reg, CP max FO 2, WL final about 490 um, Crit path depth 1, H-tree levels 1, placed insts between 60 and 70, final worst slack between 0.02 and 0.03 ns, Max Clock Freq about 1.0 GHz, synth warn 1, number of OpenROAD warnings 25, Leak between 0.1 and 0.15 nW, Biggest register register, row count 21, postcts setup bufs 0, CTS tree yes, Core Util at FP just over 4%, root buf cell clkbuf_4, router iterations before antenna repair 2, Syn Std Cell Area roughly 140 um^2, DP Area about 290 um^2, largest net degree at the start of global routing 5, kind of critical path reg2out, total die area between 0.006 and 0.007 mm^2, Tightest Pin Transition roughly 0.23 ns, worst rel slew slack 84.5%, Crit-path slowest cell dfxtp_2, Post-synth seq share 57.1%, area leader, netlist dfxtp_1, CTS sink cnt 4, final period utilization between 90% and 100%, via count 146, DRC Markers 0, max FFs per register 4, VDD IR max approximately 0.17 mV, Slew Viols, Final 0, Ports 11, antenna violations before repair 1, area share, top type 57.1%, DP Worst Slack -0.193 ns, Distinct lib cells used 4, Setup crit end kind primary output, busiest grt layer met3, main flop type dfxtp_1, Final min period 0.971 ns, min-delay src load, met3 GRT Util 2.05%, Clock Skew 0 ns, endpoints failing hold 0, layout cell share with drive strength beyond 1 28.0%, 1st-iter DRT viols 19, CP top delay family flip-flops, average wire per standard cell just under 7 um, first-pass GRT wire length around 720 um, fin cells 72, Worst path max stage delay ~0.31 ns, Core ar. between 0.003 and 0.004 mm^2, port bufs 10, final tally of setup violations 0, # Cells Yosys 13, reg-to-reg startpoint register[2]$_SDFFE_PP0P_, Die X around 80 um, Post-synth EDFFs 0, total track usage under 10%, Worst setup SP type flop, Final GP Congestion 0.735, Data arrival, critical path 0.77 ns, post-synthesis cell count 13, YS chip area between 100 and 150 um^2, CTS Buf Count 3, Design Area, Final between 300 and 400 um^2, Pwr Density about 1300 mW/mm^2, most frequent cells after synthesis dfxtp_1 (4), mux2i_1 (4), nor2_1 (4), clkbuf_2 (1), die height about 80 um, Syn Area/Cell about 11 um^2, GR Overflow Total 0, MaxCap Viol Count 0, top cells by area dfxtp_1 (57%), mux2i_1 (29%), nor2_1 (11%), CP bufs+invs 1, GR Util met2 around 1.5%, unrepaired setup endpoints after global routing no, Final ANT Viol Nets 0, Post-synth ARST share 0%, Yosys reg bits 4, Clock transition at path regs about 0.030 ns, critical-path cell list dlygate4sd2_1, clk buf depth 2, Worst setup startpoint register[0]$_SDFFE_PP0P_, vias in the first global route roughly 140, Layout area overhead 129%, Largest regs register (4), crit path DRT ~0.80 ns, hold path depth 3
-- routing by layer --
metal | vias to the layer above | routed length (um)
met1 | 62 | 235
met2 | 12 | 134
li1 | 70 | -
met3 | 2 | 110
met4 | 0 | 4
met5 | - | 0
-- what timing repair did --
item	in CTS	in global routing
resized	8	2
setup endpoints to repair	4	4
hold buffers	0	0
-- layout by cell type, fill, tap and decap left out --
cell type / Yosys / final
clkdlybuf4s50_1: 0 / 5
nor2_1: 4 / 4
dfxtp_2: 0 / 4
clkbuf_4: 0 / 3
diode_2: 0 / 1
dlymetal6s2s_1: 0 / 1
clkdlybuf4s15_1: 0 / 1
mux2i_1: 4 / 4
dlygate4sd2_1: 0 / 3
-- stage by stage --
| stage | setup TNS, ns | hold slack, ns | utilization [%] | power [W] |
|---|---|---|---|---|
| 2_1_floorplan | 0 | 0.272 | - | 0.000192 |
| 3_3_place_gp | -0.668 | 0.497 | 8.57 | 0.000237 |
| 3_5_place_dp | -0.729 | 0.499 | 8.57 | 0.000237 |
| 4_1_cts | 0 | 0.488 | 9.23 | 0.000437 |
| 5_1_grt | 0 | 0.423 | 9.41 | 0.000449 |
| 6_report | 0 | 0.391 | 9.41 | 0.000426 |
-- power by group --
group	leakage (nW)	internal [W]	total (W)	switching, W
registers	0.0344	0.000172	0.000177	0.00000465
clock network	0.0138	0.000134	0.000196	0.0000618
logic	0.0899	0.0000382	0.0000538	0.0000155
total	0.138	0.000344	0.000426	0.0000820
-- path summary, 6_finish.rpt --
check                                                 to  slack [ns]
worst max-delay path                          dat_out[0]        0.03
worst min-delay path            register[1]$_SDFFE_PP0P_        0.39
worst max register to register  register[2]$_SDFFE_PP0P_        0.36
worst min register to register  register[1]$_SDFFE_PP0P_        0.48
-- area by class of cell --
class / instances / area, um^2
fill: 404 / 3090
timing repair buffer: 10 / 98.8
sequential: 4 / 85.1
tap: 46 / 57.6
multi-input combinational: 8 / 55.1
clock buffer: 3 / 22.5
antenna: 1 / 2.50
-- logic make-up (layout without fill, tap and decap cells) --
group	Yosys count	after routing	share of synthesized area (%)
buffers and inverters	1	13	3.57
DFF	4	4	57.1
muxes	4	4	28.6
other	0	1	0
and+or+nand+nor	4	4	10.7
Power figures rest on the tool's default switching activity, not on a simulated workload.
