==> ./design.v <==
module alu(dat_in, imdata, dat_out, carry_flag);
    input [3:0] dat_in;
    input [3:0] imdata;
    output [3:0] dat_out;
    output carry_flag;
    wire [4:0] result;
    assign  result = dat_in + imdata;
    assign dat_out = result[3:0];
    assign carry_flag = result[4];
endmodule
==> ./run.sh <==
#!/bin/bash
# OpenROAD 26Q1-2900-gdf79404cd8, Yosys 0.63+post, stock flow scripts
make -C /OpenROAD-flow-scripts/flow DESIGN_CONFIG=/design/flow/config.mk WORK_HOME=/design/flow/orfs finish
==> ./config.mk <==
export PLATFORM = sky130hd
export DESIGN_NAME = alu
export DESIGN_NICKNAME = alu
export VERILOG_FILES = /design/flow/design.v
export SDC_FILE = /design/flow/constraint.sdc
export NUM_CORES = 4
export LEC_CHECK = 1
export CORE_AREA = 10 10 70 70
export DIE_AREA = 0 0 80 80
==> ./constraint.sdc <==
current_design alu

set clk_period 2.4
set clk_io_pct 0.2

create_clock -name clk0 -period $clk_period

set non_clock_inputs [all_inputs -no_clocks]
set_input_delay [expr $clk_period * $clk_io_pct] -clock clk0 $non_clock_inputs
set_output_delay [expr $clk_period * $clk_io_pct] -clock clk0 [all_outputs]
==> deck_impl_summary.md <==
Physical Implementation Snapshot

Run status
  – Outcome: finished, final reports clean

Logic synthesis
  – Area leader, netlist: ha_1
  – Syn avg cell area: 8.52 um2
  – YS chip area: 136 um2
  – Synth Cell Area: 136 um2
  – Area share, top type: between 30% and 40%
  – Synth Warn #: 0
  – Mapped Cells: 16
  – Synth cell types: 9
  – Ys cells: 16
  – Top cells by area: ha_1 37%, fa_1 15%, xnor2_1 13%
  – Seq/Total Area, Yosys: 0%

Timing
  – Hold Violations, Final: 0
  – RSZ-0062 raised after global routing: false
  – Max Clock Freq: 428 MHz
  – Max_slew headroom: 91.0%
  – Final setup fails: 0
  – Hold WS: 1.60 ns
  – Period utilization: 97.3%
  – PnR worst setup slack: 0.0655 ns
  – Slew @ Worst Pin: 0.134 ns
  – Slew Viols, Final: 0
  – Minimum clock period: ~2.3 ns

Detailed routing
  – Vias per inst: 2.04
  – Ant. Diodes: 0
  – Pre-antenna DRT Iters: 1
  – WL/cell: 6.93 um
  – Wirelength, routed: 520 um
  – Via count: 153
  – DRC violations left: 0
  – 1st-iter DRT viols: 0
  – Post-DRT Antenna Nets: 0

Placement
  – Post-DP HPWL: 479 um
  – Placer's final routability congestion estimate: 0.780
  – Pre-CTS setup slack: -0.456 ns
  – Placed insts: 75
  – Port bufs: 13

GRT
  – First-pass GRT wire length: between 700 and 800 um
  – Initial antenna violation count: 0
  – Remaining Overflow, GRT: 0
  – Largest net degree at the start of global routing: 4
  – Vias in the first global route: 156
  – Total track usage: 1.50%

Final layout
  – Final Non-Filler Cells: 75
  – Register area: 0 um2
  – Layout cells sized above 1: between 20% and 30%
  – Flop count: 0
  – Layout Utilization: 10.1%
  – Layout area overhead: 152%
  – Clkbuf count: 0
  – Layout fillers: 398

Power and ir drop
  – PD cells: 183 mW/mm2
  – Worst VDD drop: 0.0344 mV
  – P_leak: between 0.1 and 0.15 nW

Critical path
  – CP max FO: 2
  – Crit end category: output pin
  – Crit path capture: carry_flag
  – Critical Path RT: 1.92 ns
  – Crit path kind: in -> out
  – Crit path launch type: input port
  – CP cell instances: buf_4 > ha_4 > inv_2 > fa_2 > nor2b_1 > o21ai_1 > nand2b_1 > clkdlybuf4s50_1
  – Critical path's slowest cell: clkdlybuf4s50_1
  – Crit. Startpoint: dat_in[0]
  – Max incr delay on CP: 0.45 ns
  – Worst Path Arrival: about 1.9 ns

Floorplan
  – Row count: 21
  – Die height: 80 um
  – Core Util at FP: 3.99%
  – Die Wd: 80 um
  – Core area: roughly 0.0034 mm2
  – DIE AREA: 0.00640 mm2
  – Io pins: 13

Flow run
  – Max Cap Viol: 0
  – Tool Warnings: 32

Hold path
  – Hold Crit Class: in -> out
  – Hold depth: 3

CTS
  – CTS Hold Bufs: 0
Yosys cell counts:
library cell and n:
a21oi_2 1, inv_1 4, a21o_1 1, o21ai_0 1, fa_1 1, ha_1 4
xnor2_1 2, nand2b_1 1, nor2b_1 1
worst max-delay path: cells and delay by family:
family	cells	cell delay [ns]
simple gates	2	0.19
compound gates	1	0.07
buf+inv	3	0.59
fa+ha+maj	2	0.52
stage by stage:
stage	instance area, um2	power [mW]	setup TNS [ns]
5_1_grt	344	0.0727	0
2_1_floorplan	136	0.0201	0
3_3_place_gp	324	0.0626	-1.28
3_5_place_dp	324	0.0631	-1.26
4_1_cts	335	0.0629	0
6_report	344	0.0629	0
power by group:
part | internal (mW) | total [mW] | switching (mW)
combinational | 0.0436 | 0.0629 | 0.0194
sequential | 0 | 0 | 0
clock | 0 | 0 | 0
total | 0.0436 | 0.0629 | 0.0194
cell families after synthesis:
logic type	synth area share, %
AND/OR/NAND/NOR	9.18
adder cells (fa/ha/maj)	51.4
AND-OR/OR-AND	15.6
buffers and inverters	11.0
XOR/XNOR	12.8
routing by layer:
metal,part of all wire (%),up-vias,GRT usage [%]
li1,-,77,-
met1,40,65,1.92
met2,30,11,1.77
met3,30,0,1.59
met4,0,0,0
met5,0,-,0
cell type report:
type	instances	area (um2)	area share, %
Tap cell	46	57.6	16.7
Timing Repair Buffer	13	123	35.6
Multi-Input combinational cell	12	149	43.3
Inverter	4	15.0	4.36
worst min-delay path by stage:
stage     slack [ns]      start          to
4_1_cts         1.66  dat_in[0]  dat_out[0]
5_1_grt         1.63  imdata[0]  dat_out[0]
6_report        1.60  imdata[0]  dat_out[0]
repair_timing:
action	CTS	global route
endpoints found under the setup margin	4	1
buffers inserted	0	0
pin swaps	5	3
gates resized	19	3
cells in the final DEF, fill, tap and decap left out:
cell type        n
inv_2            2
xnor2_1          2
a21oi_2          1
buf_4            1
a21o_1           1
clkdlybuf4s50_1  6
ha_1             2
buf_6            1
inv_1            2
fa_2             1
o21ai_1          1
ha_4             2
dlygate4sd2_1    5
nor2b_1          1
nand2b_1         1
Power figures rest on the tool's default switching activity, not on a simulated workload.
