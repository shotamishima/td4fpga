==> ./design.v <==
module pc(clk, rst, load, data_in, q);
    input clk, rst;
    input [3:0] data_in;
    input load;
    output [3:0] q;
    reg [3:0] register = 4'b0000;
    always @(posedge clk) begin
        if (rst) begin
            register <= 4'b0000;
        end else if (load == 0) begin
            register <= register;
        end else begin
            register <= register + 1;
        end
    end
    assign q = register;
endmodule
==> ./run.sh <==
#!/bin/bash
# OpenROAD 26Q1-2900-gdf79404cd8, Yosys 0.63+post, stock flow scripts
make -C /OpenROAD-flow-scripts/flow DESIGN_CONFIG=/design/flow/config.mk WORK_HOME=/design/flow/orfs finish
==> ./config.mk <==
export PLATFORM = sky130hd
export DESIGN_NAME = pc
export DESIGN_NICKNAME = pc
export VERILOG_FILES = /design/flow/design.v
export SDC_FILE = /design/flow/constraint.sdc
export NUM_CORES = 4
export LEC_CHECK = 1
export CORE_AREA = 10 10 70 70
export DIE_AREA = 0 0 80 80
==> ./constraint.sdc <==
current_design pc

set clk_period 1.1
set clk_io_pct 0.2

create_clock -name clk0 -period $clk_period [get_ports {clk}]

set non_clock_inputs [all_inputs -no_clocks]
set_input_delay [expr $clk_period * $clk_io_pct] -clock clk0 $non_clock_inputs
set_output_delay [expr $clk_period * $clk_io_pct] -clock clk0 [all_outputs]
==> impl_metrics.toml <==
# synthesis and place-and-route metrics
[status]
run_status = "finished, final reports clean"

[synth]
synth-cells-yosys = 16
synth-async-reset-ratio_pct = 0
synth_cell_types = 11
netlist.top_cell.by_area = "dfxtp_1"
post_synth_most_frequent_cells = "4 x dfxtp_1, 3 x nor2_1"
post_synth_main_area_contributors = "dfxtp_1 45%, mux2_4 8.4%, ha_1 7.0%"
yosysChipArea_um2 = 179
seq_area_frac_synth_pct = 44.8
synth_area_um2 = 179
synth-main-ff-cell = "dfxtp_1"
yosys_top_cell_area_share_pct = 44.8
syn_area_per_cell_um2 = 11.2
yosys_warnings = 1
synth_cells = 16
top_cell = "dfxtp_1"
ys_ff = 4
synth-edff-count = 0

[die]
dieHeight_um = 80
floorplan.core_util_pct = 5.24
placementRows = 21
die-width_um = 80
io_pins = 11
chip_area_um2 = 6400
core_area_um2 = 3420

[drt]
remaining_drc_errors = 0
drtIter0Drc = 0
via_count = 168
route.detailed.wl_per_inst_um = 6.91
drt.antenna.violating_nets = 0
drt-total-wl_um = 525
avgViaCountPerCell = 2.21
antennaDiodeCount = 0
drtPass1Iterations = 1

[final_timing]
report.final.setup_viol = 0
max-slew-margin-rel_pct = 91.8
final_hold_vios = 0
fin_crit_ns = 1.04
max_clock_freq_mhz = 961
fin_skew_ns = 0.000437
finalClockPeriodUsage_pct = 94.6
fin_setup_tns_ns = 0
grt_setup_unrepaired = "false"
worstMarginPinSlew_ns = 0.120
report.final.slew_viol_count = 0

[setup_path]
critical_path.startpoint_type = "flip-flop"
crit_path_end_kind = "flip-flop"
crit_required_ns = 1.27
path_class = "flip-flop to flip-flop"
timing.critical_path.fanout_max = 3
critical_path_arrival_ns = 1.21
timing.reg2reg.worst_path_depth = 4

[global_route]
grtUsageTotal_pct = 1.67
overflow = 0
grt_pass1_wl_um = 765
grt_max_degree = 5
grt_antenna_before_repair = 0
number_of_global_route_vias_before_repair = 167

[clocking]
cts_htree_levels = 1
cts_buffers = 3
clk_latency_ns = 0.24
cts.clk_slew.worst_paths_ns = 0.04
tritoncts_num_sinks = 4
cts-root-to-sink-buffers = 2
postCtsHoldBufs = 0
cts-resized-gates = 7
cts_root_buf = "clkbuf_4"
post_cts.repair.setup_buffers = 0
clock_tree_from_tritoncts = "built"

[power_and_ir_drop]
power-per-cell-area_nw_per_um2 = 1140
ir_worst_vdd_mv = 0.304
total_switching_power_mw = 0.0918
seq_power_share_pct = 39.1
power.combinational.fraction_pct = 15.6
power.clock.fraction_pct = 45.3
leakage_nw = 0.164
p_sw_share_pct = 22.5
internal-power_mw = 0.316

[finish]
combGateArea_um2 = 103
filler_cell_count = 403
seq_area_um2 = 83.8
syn2layout_area_growth_pct = 101
biggestRegsByFlops = "register: 4 flops"
fin_util_pct = 10.5
regMostFlops = "register"
largest_register_ff_count = 4
layout-drive-gt1-share_pct = 50.0

[job]
drv.max_cap_violation_count = 0
log.warning_count = 29

[placement]
gp_routability_congestion = 0.670
numPortBuffers = 6
dp_hpwl_um = 410

[min_path]
holdCritPathClass = "flip-flop to flip-flop"
hold_depth = 2
## layout make-up
cell class	instances	share of cell area (%)
multi-input cells	12	28.6
repair buffers	11	25.8
clock buffers	3	6.27
well taps	46	16.0
flip-flops and latches	4	23.3
## per-stage QoR
stage | setup WS, ns | instances | power (mW) | hold WS [ns] | instance area [um2]
after floorplan | 0.213 | 16 | 0.179 | 0.289 | 179
after global placement | -0.133 | 73 | 0.227 | 0.562 | 334
after detailed placement | -0.138 | 73 | 0.229 | 0.577 | 334
after CTS | 0.0581 | 76 | 0.417 | 0.584 | 355
after global routing | 0.00707 | 76 | 0.442 | 0.631 | 359
final | 0.0598 | 76 | 0.408 | 0.581 | 359
## cells by family after synthesis
family	Yosys count	share of synthesized area, %
and+or+nand+nor	6	21.0
xor gates and xnor gates	1	4.90
muxes	2	14.0
adders and majority gates	1	6.99
DFF	4	44.8
AOI/OAI and AO/OA	2	8.39
## path summary, 6_finish.rpt
check,startpoint,end,slack (ns)
setup / recovery,register[0],register[2],0.06
hold / removal,register[3],register[3],0.58
setup reg to reg,register[0],register[2],0.06
hold reg to reg,register[3],register[3],0.58
## metal layers
layer  vias to the layer above  wire (um)  global-route usage, %
li1                         84          -                      -
met1                        74        264                   2.12
met2                         8        170                   1.44
met3                         2         87                   2.27
met4                         0          2                  0.352
met5                         -          0                      0
## power groups by stage
| stage | clock network [mW] | logic [mW] | registers, mW |
|---|---|---|---|
| CTS | 0.193 | 0.0638 | 0.160 |
| global route | 0.210 | 0.0715 | 0.160 |
| finish | 0.185 | 0.0637 | 0.160 |
## critical path, stage by stage, from the launching register on
cell	delay (ns)
dfxtp_2	0.31
buf_4	0.14
ha_1	0.20
a21bo_2	0.22
a21oi_2	0.10
## cells in the final DEF, fill, tap and decap left out, types with 2 or more instances in the layout
master,instances
dfxtp_2,3
buf_4,5
nor2_1,3
dlygate4sd2_1,4
clkdlybuf4s50_1,2
clkbuf_4,3
Power and IR drop assume default switching activity.
